<file path="flow/config.mk">
export PLATFORM = sky130hd
export DESIGN_NAME = top_module
export DESIGN_NICKNAME = top_module
export VERILOG_FILES = /design/flow/design.v
export SDC_FILE = /design/flow/constraint.sdc
export NUM_CORES = 4
export LEC_CHECK = 1
export CORE_UTILIZATION = 40
</file>
<file path="flow/constraint.sdc">
current_design top_module

set clk_period 2.9
set clk_io_pct 0.2

create_clock -name clk0 -period $clk_period [get_ports {ext_clk_pad_i}]
create_clock -name clk1 -period $clk_period [get_ports {pclk}]

set non_clock_inputs [all_inputs -no_clocks]
set_input_delay [expr $clk_period * $clk_io_pct] -clock clk0 $non_clock_inputs
set_output_delay [expr $clk_period * $clk_io_pct] -clock clk0 [all_outputs]
</file>
<file path="flow/design.v">
module apb_slave_interface (PCLK,PRESETn,PSEL,PENABLE,PWRITE,PREADY,PWDATA,PADDR,PRDATA,IRQ,sys_clk,sys_rst,gpio_we,gpio_addr,gpio_dat_i,gpio_dat_o,gpio_inta_o);
    input PCLK,PRESETn,PSEL,PENABLE,PWRITE;
    output PREADY;
    input [31:0]PWDATA;
    input [31:0]PADDR;
    input [31:0]gpio_dat_o;
    input gpio_inta_o;
    output [31:0]PRDATA;
    output IRQ;
    output sys_clk,sys_rst,gpio_we;
    output [31:0]gpio_addr;
    output [31:0]gpio_dat_i;
    assign  sys_clk = PCLK;
    assign  sys_rst = ~PRESETn;
    assign gpio_addr= PADDR;
    assign IRQ      = gpio_inta_o;
    parameter IDLE =2'b00,SETUP = 2'b01,ENABLE = 2'b10;
     reg [1:0] pr_st,nt;
      always@(posedge PCLK)
      begin
	      if(!PRESETn)
		      pr_st<=IDLE;
	      else 
		      pr_st<=nt;
      end
      always @(*)
      begin
	      nt = IDLE;
	      case(pr_st)
		IDLE : if(!PSEL && !PENABLE)
				nt = IDLE;
			else if(PSEL&&!PENABLE)
				nt = SETUP;
			else
				nt = IDLE;
		SETUP : if(PSEL && !PENABLE)        
				nt = SETUP;
			else if(PSEL && PENABLE)
				nt = ENABLE;
			else
				nt = IDLE;
		ENABLE : if(PSEL)
				nt = SETUP;
			else if (!PSEL)
				nt = IDLE;
			else
				nt = IDLE;
		endcase
	end
	assign PREADY = (pr_st==ENABLE);
    assign gpio_dat_i = ( PWRITE && PENABLE ) ? PWDATA : 32'b0 ;
    assign PRDATA = (PENABLE ) ? gpio_dat_o : 32'h0 ;
    assign gpio_we = PENABLE ? PWRITE : 1'b0;
endmodule    
module aux_interface(sys_clk,sys_rst,aux_in,aux_i);
	input sys_clk,sys_rst;
	input [31:0]aux_in;
	output reg [31:0]aux_i;
	always@(posedge sys_clk ) begin
		if(sys_rst)
			aux_i<= 32'h0;
		else 
			aux_i <= aux_in;
	end
endmodule
module top_module(pclk,presetn,psel,penable,pwrite,pready,paddr,pwdata,prdata,irq,aux_in,io_pad,ext_clk_pad_i);
input pclk,presetn,psel,penable,pwrite;
input [31:0]paddr,pwdata;
input [31:0]aux_in;
input ext_clk_pad_i;
output pready;
output [31:0]prdata;
output irq;
inout [31:0]io_pad;
 wire sys_clk,sys_rst,gpio_we,gpio_inta_o ;
 wire [31:0]gpio_addr,gpio_dat_i,gpio_dat_o,aux_i,out_pad_o,oen_padoen_o,in_pad_i;
apb_slave_interface APB (.PCLK(pclk),.PRESETn(presetn),.PSEL(psel),.PENABLE(penable),.PWRITE(pwrite),.PREADY(pready),.PADDR(paddr),.PWDATA(pwdata),.PRDATA(prdata),.IRQ(irq),.sys_clk(sys_clk),.sys_rst(sys_rst),.gpio_we(gpio_we),.gpio_addr(gpio_addr),.gpio_dat_i(gpio_dat_i),.gpio_dat_o(gpio_dat_o),.gpio_inta_o(gpio_inta_o));
aux_interface AUX(.sys_clk(sys_clk),.sys_rst(sys_rst),.aux_in(aux_in),.aux_i(aux_i));
io_interface IO (.out_pad_o(out_pad_o),.oen_padoen_o(oen_padoen_o),.in_pad_i(in_pad_i), .io_pad_i(io_pad) );
gpio_registers  R1(.sys_clk(sys_clk),.sys_rst(sys_rst),.gpio_we(gpio_we),.gpio_adr(gpio_addr),.gpio_dat_i(gpio_dat_i),.gpio_dat_o(gpio_dat_o),.gpio_inta_o(gpio_inta_o),.aux_i(aux_i),.out_pad_o(out_pad_o),.oen_padoe_o(oen_padoen_o),.in_pad_i(in_pad_i),.gpio_eclk(ext_clk_pad_i));
endmodule 
module io_interface(out_pad_o,oen_padoen_o,in_pad_i, io_pad_i );
	input [31:0] out_pad_o,oen_padoen_o;
	inout [31:0] io_pad_i;
	output [31:0] in_pad_i;
	bufif1 B0(io_pad_i[0],out_pad_o[0],oen_padoen_o[0]);
	bufif1 B1(io_pad_i[1],out_pad_o[1],oen_padoen_o[1]);
	bufif1 B2(io_pad_i[2],out_pad_o[2],oen_padoen_o[2]);
	bufif1 B3(io_pad_i[3],out_pad_o[3],oen_padoen_o[3]);
	bufif1 B4(io_pad_i[4],out_pad_o[4],oen_padoen_o[4]);
	bufif1 B5(io_pad_i[5],out_pad_o[5],oen_padoen_o[5]);
	bufif1 B6(io_pad_i[6],out_pad_o[6],oen_padoen_o[6]);
	bufif1 B7(io_pad_i[7],out_pad_o[7],oen_padoen_o[7]);
	bufif1 B8(io_pad_i[8],out_pad_o[8],oen_padoen_o[8]);
	bufif1 B9(io_pad_i[9],out_pad_o[9],oen_padoen_o[9]);
	bufif1 B10(io_pad_i[10],out_pad_o[10],oen_padoen_o[10]);
	bufif1 B11(io_pad_i[11],out_pad_o[11],oen_padoen_o[11]);
	bufif1 B12(io_pad_i[12],out_pad_o[12],oen_padoen_o[12]);
	bufif1 B13(io_pad_i[13],out_pad_o[13],oen_padoen_o[13]);
	bufif1 B14(io_pad_i[14],out_pad_o[14],oen_padoen_o[14]);
	bufif1 B15(io_pad_i[15],out_pad_o[15],oen_padoen_o[15]);
	bufif1 B16(io_pad_i[16],out_pad_o[16],oen_padoen_o[16]);
	bufif1 B17(io_pad_i[17],out_pad_o[17],oen_padoen_o[17]);
	bufif1 B18(io_pad_i[18],out_pad_o[18],oen_padoen_o[18]);
	bufif1 B19(io_pad_i[19],out_pad_o[19],oen_padoen_o[19]);
	bufif1 B20(io_pad_i[20],out_pad_o[20],oen_padoen_o[20]);
	bufif1 B21(io_pad_i[21],out_pad_o[21],oen_padoen_o[21]);
	bufif1 B22(io_pad_i[22],out_pad_o[22],oen_padoen_o[22]);
	bufif1 B23(io_pad_i[23],out_pad_o[23],oen_padoen_o[23]);
	bufif1 B24(io_pad_i[24],out_pad_o[24],oen_padoen_o[24]);
	bufif1 B25(io_pad_i[25],out_pad_o[25],oen_padoen_o[25]);
	bufif1 B26(io_pad_i[26],out_pad_o[26],oen_padoen_o[26]);
	bufif1 B27(io_pad_i[27],out_pad_o[27],oen_padoen_o[27]);
	bufif1 B28(io_pad_i[28],out_pad_o[28],oen_padoen_o[28]);
	bufif1 B29(io_pad_i[29],out_pad_o[29],oen_padoen_o[29]);
	bufif1 B30(io_pad_i[30],out_pad_o[30],oen_padoen_o[30]);
	bufif1 B31(io_pad_i[31],out_pad_o[31],oen_padoen_o[31]);
	assign in_pad_i = io_pad_i;
endmodule
module gpio_registers(sys_clk,sys_rst,gpio_we,gpio_adr,gpio_dat_i,gpio_dat_o,gpio_inta_o,aux_i,out_pad_o,oen_padoe_o,in_pad_i,gpio_eclk);
  input sys_clk,sys_rst,gpio_we;
  input [31:0]gpio_adr;
  input [31:0]gpio_dat_i;
  output reg [31:0]gpio_dat_o;
  output reg gpio_inta_o;
  input [31:0]aux_i;
  output [31:0]out_pad_o;
  output  [31:0]oen_padoe_o;
  input [31:0]in_pad_i;
  input gpio_eclk;
  reg [31:0]rgpio_in; 
  reg [31:0]rgpio_out;
  reg [31:0]rgpio_oe;
  reg [31:0]rgpio_inte;    
  reg [31:0]rgpio_ptrig;
  reg [31:0]rgpio_aux;
  reg [1:0]rgpio_ctrl;
  reg [31:0]rgpio_ints;
  reg [31:0]rgpio_eclk;
  reg [31:0] rgpio_nec;
  reg [31:0] data_reg;
  reg [31:0]pextc_sampled,nextc_sampled,in_mux;
	wire [31:0]w1,w2,w3,w4,w5,w6;
		always@(posedge sys_clk)
			begin 
			if(sys_rst)
				rgpio_out<=32'h0;
			else
			        begin
					if((gpio_adr == 32'h4)&&(gpio_we))
				rgpio_out <= gpio_dat_i;
			else
				rgpio_out<=rgpio_out;
			end
		end
			always@(posedge sys_clk)
			begin 
			if(sys_rst)
				rgpio_oe <=32'h0;
			else 
				begin
			       	if((gpio_adr==32'h8)&&(gpio_we))
				rgpio_oe <= gpio_dat_i;
			else
				rgpio_oe <= rgpio_oe;
			end 
		end
			always@(posedge sys_clk)
			begin 
			if(sys_rst)
				rgpio_inte  <=32'h0;
			else
			begin
				if((gpio_adr==32'hc)&&(gpio_we))
				rgpio_inte <= gpio_dat_i;
			else
				rgpio_inte <= rgpio_inte;
			end
		end	
			always@(posedge sys_clk)
			begin 
			if(sys_rst)
				rgpio_ptrig <=32'h0;
			else
			begin       
				if((gpio_adr== 32'h10)&&(gpio_we))
				rgpio_ptrig <= gpio_dat_i;
			else
				rgpio_ptrig <= rgpio_ptrig;
			end 
		end
			always@(posedge sys_clk)
			begin 
			if(sys_rst)
				rgpio_aux <=32'h0;
			else 
				begin
					if((gpio_adr== 32'h14)&&(gpio_we))
				rgpio_aux <= gpio_dat_i;
			else
				rgpio_aux <= rgpio_aux;
			end 
		end
			always@(posedge sys_clk)
			begin 
			if(sys_rst)
				rgpio_eclk <=32'h0;
			else
				begin
				if((gpio_adr == 32'h20)&&(gpio_we))
				rgpio_eclk <= gpio_dat_i;
			else
				rgpio_eclk <= rgpio_eclk;
			end
		end
			always@(posedge sys_clk)
			begin 
			if(sys_rst)
				rgpio_nec <=32'h0;
			else
				begin
				if((gpio_adr== 32'h24)&&(gpio_we))
				rgpio_nec <= gpio_dat_i;
			else
				rgpio_nec <= rgpio_nec;
			end
		end
			always@(posedge sys_clk)
			begin 
			if(sys_rst)
				rgpio_ctrl <=2'b0; 
			else 
				begin
			 if((gpio_adr == 32'h18)&&gpio_we) 
				rgpio_ctrl <= gpio_dat_i[1:0];
			else 
				begin
					if(rgpio_ctrl[1'b0])
					rgpio_ctrl <= {(rgpio_ctrl[1'b1])|| gpio_inta_o,(rgpio_ctrl[1'b0])};
					else
					rgpio_ctrl <= rgpio_ctrl;
					end
				end
			end
			assign w1=rgpio_in^in_mux;
			assign w2=rgpio_ptrig~^in_mux;
			assign w3=w1&w2&rgpio_inte;
			assign w4=w3 | rgpio_ints;
			always @(posedge sys_clk) begin
				if(sys_rst)
					rgpio_ints <= 32'h0;
				else 
					begin
						if((gpio_adr == 32'h1c) &&(gpio_we))
					rgpio_ints <= gpio_dat_i;
				else 
					begin
						if (rgpio_ctrl[1'b0])
							rgpio_ints <= w4;
						else 
							rgpio_ints <= rgpio_ints;
					end
				end
			end
			always@(posedge gpio_eclk)
			begin 
			if(sys_rst)
				pextc_sampled<=32'b0;
			else 
				pextc_sampled<=in_pad_i;
		end 
		always@(negedge gpio_eclk)
			begin 
			if(sys_rst)
				nextc_sampled<=32'b0;
			else
				nextc_sampled<=in_pad_i;
		end 
		always @(*) begin
				if(&rgpio_eclk)
				begin
					if(rgpio_nec==0)
					in_mux = pextc_sampled;	
				else
					in_mux = nextc_sampled;
				end
				else
					in_mux = in_pad_i;
				end
	always@(posedge sys_clk)
			begin 
			if(sys_rst)
				rgpio_in<=32'h0;
			else
				rgpio_in<=in_mux;
		end 
		 always@(posedge sys_clk)
     begin 
        if(sys_rst==1)
             gpio_dat_o <= 32'h0;
	else 
	     gpio_dat_o <= data_reg;
     end
			always @(*)  begin
				case (gpio_adr)
	    32'h0 : data_reg = rgpio_in;
            32'h4 : data_reg = rgpio_out;
            32'h8 : data_reg = rgpio_oe;
            32'hc : data_reg = rgpio_inte;
            32'h10 : data_reg = rgpio_ptrig;
            32'h24 : data_reg = rgpio_nec;
            32'h20 : data_reg = rgpio_eclk;
            32'h14 : data_reg = rgpio_aux;
            32'h18 : data_reg = rgpio_ctrl;
            32'h1c : data_reg = rgpio_ints;
	     default : data_reg=rgpio_in;
	endcase
			end
				always@(*)
      					begin
         					if(rgpio_ints)
							gpio_inta_o <= rgpio_ctrl[1'b0]; 
						 else
							 gpio_inta_o <= 1'b0;
		 			end
	assign w5 = rgpio_out & (~rgpio_aux);
	assign w6 = rgpio_aux & aux_i;
	assign out_pad_o = w5 | w6;
    assign oen_padoe_o = rgpio_oe;
endmodule
</file>
<file path="flow/run.sh">
#!/bin/bash
# OpenROAD 26Q1-2900-gdf79404cd8, Yosys 0.63+post, stock flow scripts
make -C /OpenROAD-flow-scripts/flow DESIGN_CONFIG=/design/flow/config.mk WORK_HOME=/design/flow/orfs finish
</file>
==> Slide: Implementation Results <==
Key Metrics from the Run

Clock network
  – Clock sinks: 421
  – Post-CTS Hold Buffers: 0
  – Post-CTS sizing: 8
  – Post-CTS Repair Setup Buffers: 1

Status
  – Outcome: did not finish
  – First Err: [error] [KeplerFormal.cpp:679] Workflow failed: Iso has multiple drivers: .io_pad1, _1727_.X0
  – Halt Stage: clock tree synthesis (4_1_cts)

Yosys
  – Post-synth ARST share: 0%
  – Yosys Instances: 2,158
  – Cell Area, Synth: 18,200 sq um
  – Cell variety after synth: 53
  – Syn Area/Cell: 8.44 sq um
  – Commonest flop: dfxtp_1
  – Syn. warnings: 3
  – Post-synth EDFFs: 0
  – YS chip area: 18,200 sq um
  – Post-synth seq share: 46.3%
  – Mapped Cells: 2,158
  – Synthesized registers: 421

Die
  – # IOs: 168
  – FP Util: 40.8%
  – Die boundary height: 215 microns
  – Die X: 215 microns
  – Rows: 77

Placement
  – GPL Wtd Cong: 0.959
  – Placed cell area: 21,000 sq um
  – Post-DP HPWL: 45.8 mm
  – IO Port Bufs: 134
-- cell usage after synthesis (5+ instances only) --
master | count | area, sq um
nand2_1 | 460 | 1730
dfxtp_1 | 421 | 8430
a21oi_1 | 257 | 1290
clkbuf_1 | 131 | 492
a31oi_1 | 81 | 507
and2_1 | 80 | 500
o21ai_0 | 77 | 385
mux2i_1 | 67 | 671
nor2_1 | 59 | 221
nand2b_1 | 58 | 363
buf_2 | 49 | 245
a221oi_1 | 39 | 342
nand3_1 | 34 | 170
a22o_1 | 32 | 280
a22oi_1 | 29 | 218
inv_1 | 29 | 109
a311oi_1 | 22 | 193
and3b_1 | 22 | 193
nor4_1 | 22 | 138
o2111ai_1 | 22 | 193
nand4_1 | 20 | 125
a221oi_2 | 19 | 285
nor2b_1 | 18 | 113
buf_4 | 12 | 90.1
mux2_2 | 9 | 101
nor4_2 | 8 | 100
o21ai_1 | 7 | 35.0
a32o_1 | 6 | 60.1
mux2_1 | 6 | 67.6
nor3_1 | 5 | 25.0
o21a_1 | 5 | 37.5
or4_1 | 5 | 37.5
-- cells by family after synthesis --
logic type	Yosys count	share of synthesized area [%]
AOI/OAI and AO/OA	615	21.9
muxes	82	4.61
buffers and inverters	227	5.43
and+or+nand+nor	813	21.8
DFF	421	46.3
-- per-stage QoR --
step	total power [mW]	cells	worst slack [ns]	setup TNS, ns	hold slack [ns]
floorplan	6.19	2158	0.0172	0	0.432
global placement	6.45	2841	-0.254	-36.22	0.435
detailed placement	6.45	2841	-0.289	-46.99	0.441
Power and IR drop assume default switching activity.
